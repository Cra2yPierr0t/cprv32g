==> ./design.v <==
module cp_mem_stage #(
)(
    input  logic        clk,
    output logic        ready_id_o,
    input  logic        valid_id_i,
    input  logic [31:0] rs1_data_id_i,
    input  logic [31:0] rs2_data_id_i,
    input  logic [4:0]  rd_addr_i,
    input  logic [2:0]  func3_id_i,
    input  logic [6:0]  opcode_id_i,
    input  logic [11:0] imm_i_id_i,
    input  logic [11:0] imm_s_id_i,
    input  logic        rd_we_id_i,
    input  logic        dmem_we_id_i,
    input  logic        ld_be_id_i,
    input  logic        st_be_id_i,
    output logic        valid_ex_o,
    input  logic        ready_ex_i,
    output logic [31:0] rs1_data_ex_o,
    output logic [31:0] rs2_data_ex_o,
    output logic        rd_we_ex_o,
    output logic [4:0]  rd_addr_ex_o,
    output logic [2:0]  func3_ex_o,
    output logic [6:0]  opcode_ex_o,
    output logic [31:0] rdata_ex_o,
    input  logic        valid_dmem_i,
    output logic        ready_dmem_o,
    output logic [31:0] addr_dmem_o,
    output logic [31:0] data_dmem_o,
    output logic        we_dmem_o,
    input  logic [31:0] data_dmem_i,
);
    assign addr_dmem_o  = rs1_data_id_i;
    assign data_dmem_o  = rs2_data_id_i;
    assign we_dmem_o    = dmem_we_id_i;
    logic cke;
    logic valid_buf;
    assign cke = ~valid_ex_o | ready_ex_i;
    always_ff @(posedge clk) begin
        if(cke) begin
            rs1_data_ex_o   <= rs1_data_id_i;
            rs2_data_ex_o   <= rs2_data_id_i;
            rd_addr_ex_o    <= rd_addr_id_i;
            rd_we_ex_o      <= rd_we_id_i;
            func3_ex_o      <= func3_id_i;
            opcode_ex_o     <= opcode_id_i;
            valid_buf       <= valid_id_i;
            valid_dmem_buf  <= valid_dmem_i;
        end
    end
    assign valid_ex_o = valid_buf & valid_dmem_buf;
    assign rdata_ex_o = data_dmem_i;
endmodule
==> ./run.sh <==
#!/bin/bash
# OpenROAD 26Q1-2900-gdf79404cd8, Yosys 0.63+post, stock flow scripts
make -C /OpenROAD-flow-scripts/flow DESIGN_CONFIG=/design/flow/config.mk WORK_HOME=/design/flow/orfs finish
==> ./config.mk <==
export PLATFORM = sky130hd
export DESIGN_NAME = cp_mem_stage
export DESIGN_NICKNAME = cp_mem_stage
export VERILOG_FILES = /design/flow/design.v
export SDC_FILE = /design/flow/constraint.sdc
export NUM_CORES = 4
export LEC_CHECK = 1
export CORE_AREA = 10 10 163 163
export DIE_AREA = 0 0 173 173
==> ./constraint.sdc <==
current_design cp_mem_stage

set clk_period 4.1
set clk_io_pct 0.2

create_clock -name clk0 -period $clk_period [get_ports {clk}]

set non_clock_inputs [all_inputs -no_clocks]
set_input_delay [expr $clk_period * $clk_io_pct] -clock clk0 $non_clock_inputs
set_output_delay [expr $clk_period * $clk_io_pct] -clock clk0 [all_outputs]
==> flow_summary.ini <==
; generated from flow reports
[synth]
post_synth_xor_area_fraction_pct = 0
topCombFamilyByArea = buffers and inverters
area_leaders = sky130_fd_sc_hd__edfxtp_1, sky130_fd_sc_hd__buf_4, sky130_fd_sc_hd__nand3b_1
ys_sh_mux_pct = 0
yosysTopAreaCellShare_pct = 74.3
yosys.area.top_type = sky130_fd_sc_hd__edfxtp_1
yosys_warnings = 7
post_synth_num_cell_types = 5
syn_area_um2 = 3110
yosys_cells = 184
synthAdderAreaFrac_pct = 0
syn_avg_cell_area_um2 = 16.9
ys_chip_area_um2 = 3110
ys_sh_aoi_pct = 0
synth_flops = 77
seq_area_frac_synth_pct = 74.3
simple_gate_share_pct = 0.442
synth_cells = 184

[run]
warnings = 56
number_of_max_cap_violations = 0

[worst_setup_path]
timing.critical_path.mode_cell = sky130_fd_sc_hd__clkdlybuf4s50_1
timing.critical_path.slowest_stage_cell = sky130_fd_sc_hd__clkdlybuf4s50_1
timing.critical_path.cells = clkdlybuf4s50_1 -> clkdlybuf4s50_1
critPathRequiredTime_ns = 3.28
worst-path-buf-inv = 2
end_kind = output port
cpPeakStageDelay_ns = 0.51
path_delay_family = buffers and inverters
critical_path_peak_fanout = 2
worst-setup-path-type = input pin to output port
setup.worst_path.start_class = input pin
worst-endpoint-arrival_ns = 1.83

[floorplan]
area_of_the_core_region_um2 = 22800
chipWidth_um = 173
floorplan.core_util_pct = 13.6
chip_area_um2 = 29900
dieHeight_um = 173
core.rowCount = 55
floorplan.io_pins = 323

[clocking]
clock_sink_count = 77
ctsRootBufferMaster = sky130_fd_sc_hd__clkbuf_16
worst_skew_pair.late_latency_ns = 0.34
clock_tree.htree_level_count = 3
postCtsHoldBufs = 0
cts-root-to-sink-buffers = 2
cts.reportedPaths.clkPinSlew_ns = 0.06
ctsResizeCount = 0
tritoncts = done
postCtsSetupRepairBufs = 0
numCtsBuffers = 9

[drt]
drcViolationCount = 0
detailroute.via_count = 1781
dr.pass1.iters = 4
drt_wl_total_um = 9900
route.detailed.wl_per_inst_um = 15.6
dr.first_iter.drc_count = 55
antenna_cells = 0
post_drt_via_cell_ratio = 2.81
route.antenna.remaining_nets = 0

[final_layout]
syn_to_final_growth_pct = 71.5
final_core_util_pct = 23.3
finalNonFillerCells = 634
post-route-cell-area_um2 = 5330
mostFrequentLayoutCells = sky130_fd_sc_hd__clkdlybuf4s50_1, sky130_fd_sc_hd__edfxtp_1, sky130_fd_sc_hd__clkbuf_16
final_layout_size_suffix_gt1_share_pct = 4.98
top_layout_cell = sky130_fd_sc_hd__clkdlybuf4s50_1

[pwr]
ir_worst_vdd_v = 0.000181
net-switching-power_uw = 393
powerDensity_nw_per_um2 = 420
power.share.clock_pct = 46.4
p_comb_share_pct = 11.5
power_switching_share_pct = 17.6
pwr-share-seq_pct = 42.1
p_leak_uw = 0.00188
internal_power_uw = 1850

[sta]
achievable_frequency_mhz = 377
maxSlewViolCount = 0
setup_tns_final_ns = 0
timing.final.hold_violations = 0
setup_repair_after_global_routing_missed_its_margin = no
timing.final.crit_share_pct = 64.7
skew_ns = 0.00575
post-route-min-period_ns = 2.65
setup_viol = 0

[grt]
grt_first_pass_wirelength_um = 14700
grt_max_degree = 78
grt_pass1_vias = 2093
grt_util_all_layers_pct = 6.45
antenna_found_initial = 0
grt_overflow_total = 0

[placed_design]
io_buffers = 218
hpwl_um = 8090
instance_area_at_placement_um2 = 4950
gp_congestion = 0.731
dp.cells = 618

[hold_path]
worstHoldPathType = flip-flop to flip-flop

[run_status]
result_of_the_run = finished, final reports clean
[through the flow]
| stage | worst slack (ns) | hold slack (ns) | total power (µW) |
|---|---|---|---|
| after floorplan | 0.547 | 0.919 | 1020 |
| after global placement | 1.43 | 0.942 | 1230 |
| after detailed placement | 1.43 | 0.942 | 1230 |
| after CTS | 1.42 | 0.952 | 2290 |
| after global routing | 1.41 | 0.995 | 2340 |
| final | 1.45 | 0.936 | 2240 |
[state kept, by name, indices dropped and copies added, names as in the netlist]
register and count:
opcode_ex_o 7, rd_we_ex_o 1, func3_ex_o 3, valid_buf 1
rs1_data_ex_o 32, rs2_data_ex_o 32, valid_dmem_buf 1
[cell usage after synthesis]
| library cell | instances |
|---|---|
| sky130_fd_sc_hd__and2_1 | 1 |
| sky130_fd_sc_hd__buf_4 | 104 |
| sky130_fd_sc_hd__conb_1 | 1 |
| sky130_fd_sc_hd__edfxtp_1 | 77 |
| sky130_fd_sc_hd__nand3b_1 | 1 |
[cell type report]
cell class,instances,area [µm²]
clock buffer,10,229
clock inverter,6,159
fill,2399,17500
multi-input combinational,9,40.0
sequential,77,2310
tap,313,392
timing repair buffer,219,2200
[kinds of logic after synthesis]
logic type,after synthesis
and+or+nand+nor,2
buffers and inverters,104
DFF,77
other,1
[final timing paths]
check | to | cells past startpoint | start | slack [ns]
setup / recovery | data_dmem_o[23] | 2 | rs2_data_id_i[23] | 1.45
hold / removal | rs1_data_ex_o[28] | 2 | valid_buf | 0.94
setup reg to reg | rs1_data_ex_o[24] | 2 | valid_buf | 2.82
hold reg to reg | rs1_data_ex_o[28] | 2 | valid_buf | 0.94
[layer usage]
metal	GRT usage [%]	wire length (µm)	vias up
met5	0	0	-
met4	1.65	257	0
met3	3.03	1010	16
met2	11.0	4990	133
met1	7.15	3650	828
li1	-	-	804
[power groups by stage]
stage | logic [µW] | clock network, µW | registers [µW]
after CTS | 268 | 1080 | 944
after global routing | 279 | 1110 | 949
final | 258 | 1040 | 943
Power figures rest on the tool's default switching activity, not on a simulated workload.
