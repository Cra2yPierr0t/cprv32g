### ./design.v
module cp_register_file #(
)(
    input  logic        clk,
    input  logic [4:0]  rs1_addr_i,
    input  logic [4:0]  rs2_addr_i,
    output logic [31:0] rs1_data_o,
    output logic [31:0] rs2_data_o,
    input  logic [4:0]  rd_addr_i,
    input  logic [31:0] rd_data_i,
    input  logic        rd_we_i
);
    logic [31:0] mem[0:31];
    always_ff @(posedge clk) begin
        if(rd_we_i) begin
            mem[rd_addr_i] <= rd_data_i;
        end
    end
    assign rs1_data_o = mem[rs1_addr_i];
    assign rs2_data_o = mem[rs2_addr_i];
endmodule
### ./run.sh
#!/bin/bash
# OpenROAD 26Q1-2900-gdf79404cd8, Yosys 0.63+post, stock flow scripts
make -C /OpenROAD-flow-scripts/flow DESIGN_CONFIG=/design/flow/config.mk WORK_HOME=/design/flow/orfs finish
### ./config.mk
export PLATFORM = sky130hd
export DESIGN_NAME = cp_register_file
export DESIGN_NICKNAME = cp_register_file
export VERILOG_FILES = /design/flow/design.v
export SDC_FILE = /design/flow/constraint.sdc
export NUM_CORES = 4
export LEC_CHECK = 1
export CORE_UTILIZATION = 40
### ./constraint.sdc
current_design cp_register_file

set clk_period 8.5
set clk_io_pct 0.2

create_clock -name clk0 -period $clk_period [get_ports {clk}]

set non_clock_inputs [all_inputs -no_clocks]
set_input_delay [expr $clk_period * $clk_io_pct] -clock clk0 $non_clock_inputs
set_output_delay [expr $clk_period * $clk_io_pct] -clock clk0 [all_outputs]
==> run_results.csv <==
group,metric,value,unit
status,outcome,"complete, no violations",
routing,wl_met3,20110,um
routing,vias_per_cell,5.930,
timing,rsz0062_at_grt,"no",
critical_path,cp-endpoint,"rs2_data_o[10]",
cells_and_area,fillers,10440,
timing,hold_viol,0,
critical_path,path_buffers,3,
synth,synth_cell_types,23,
clocking,postCtsSetupBuffers,0,
critical_path,cp_num_cells,8,
clocking,cts_buffers,104,
pwr,p_int,8.464,mW
critical_path,cp.required,6.80,ns
global_route,grt_overflow_total,0,
floorplanning,initial_core_util,40.51,%
critical_path,critPathMaxStageDelay,0.62,ns
critical_path,path_delay_family,"buffers and inverters",
pwr,cellPowerDensity,200.2,nW/um2
global_route,grtUsageTotal,26.09,%
synth,synth.avg_cell_area,14.41,um2
critical_path,crit_chain,"clkdlybuf4s50_1, nor2b_4, buf_4, a22o_1, nor3_1, a31oi_1, nand3_1, clkdlybuf4s50_1",
placement,pre_cts_slack,2.023,ns
critical_path,arrival,4.86,ns
timing,hold_ws,1.838,ns
pwr,power,11.03,mW
critical_path,start_kind,"input pin",
clocking,postCtsHoldBufs,0,
placement,dpl.cell_count,4991,
routing,wire_per_inst,28.92,um
global_route,grt_pass1_vias,31340,
global_route,grt_antenna_before_repair,7,
placement,hpwl,83230,um
clocking,clk_path_buf_depth,3,
routing,top_layer,"met5",
floorplanning,core_area,120400,um2
critical_path,crit_type,"in2out",
synth,synth_area,48790,um2
timing,slew_violations,0,
timing,finalCriticalPeriod,6.558,ns
clocking,path_clk_slew,0.06,ns
routing,antenna_left,0,
critical_path,startpoint,"rs2_addr_i[2]",
cells_and_area,largest_register,"mem",
timing,setup_viol,0,
global_route,grt_pass1_wl,214400,um
synth,synth_seq_share,63.03,%
synth,ys_cells,3386,
placement,port_buffers,112,
cells_and_area,top_regs,"mem: 1024 flops",
clocking,cts_tree,"yes",
routing,drcViolationCount,0,
synth,ys_ff,1024,
floorplanning,dieHeight,351.2,um
timing,fin_tns_setup,0,ns
cells_and_area,drive_above_1_share,9.147,%
clocking,cts_sinks,1024,
cells_and_area,largest_reg_flops,1024,
synth,largest_area_cell,"edfxtp_1",
pwr,power.switching,2.568,mW
timing,fin_ws,1.942,ns
run,maxCapViolations,0,
routing,drtIter0Drc,2087,
pwr,cellLeakagePower,20.09,nW
floorplanning,dieArea,123400,um2
synth,topCellsByArea,"edfxtp_1 63%, mux2i_1 21%, a22oi_1 3.0%, a22o_1 2.3%, nand3_1 2.0%",
routing,num_vias,30710,
timing,finalCritPeriodShare,77.15,%
synth,synth.yosys.warnings,1,
pwr,swShare,23.28,%
floorplanning,pin_count,113,
global_route,grt_max_degree,89,
routing,dr.pass1.iters,5,
timing,fmax,152.5,MHz
critical_path,worst_path_max_delay_cell,"clkdlybuf4s50_1",
pwr,worst_ir_drop_vdd,0.0001952,V
routing,wl_met1,53540,um
cells_and_area,area_delta_synth_final,12.95,%
placement,place_congestion,0.8967,
pwr,combPwrFrac,9.4,%
critical_path,path_max_fanout,34,
hold_path,worstHoldPathType,"in2reg",
synth,yosysTopAreaCellShare,63.03,%
clocking,cts_resized,0,
clocking,cts_root_buf,"clkbuf_16",
cells_and_area,layout.cells.non_filler,5178,
timing,tightest_slew,0.8636,ns
timing,maxSlewHeadroom,42.29,%
routing,dr_wl_met2,70920,um
clocking,htree_levels,3,
pwr,p_seq_share,51.1,%
critical_path,end_kind,"output port",
pwr,clockPowerShare,39.5,%
synth,ys_area,48790,um2
routing,drt_wl_total,149800,um
synth,syn-instance-count,3386,
floorplanning,placementRows,127,
critical_path,cp_common_cell,"clkdlybuf4s50_1",
floorplanning,die_w,351.2,um
run,warnings,26,
power groups by stage:
stage | registers (mW) | logic (mW) | clock network (mW)
final | 5.64 | 1.04 | 4.35
after CTS | 5.64 | 1.03 | 4.42
after global routing | 5.65 | 1.10 | 4.62
worst min-delay path by stage:
stage	depth (start not counted)	startpoint	to	slack, ns
4_1_cts	2	rd_data_i[21]	mem[10][21]$_DFFE_PP_	1.80
5_1_grt	2	rd_data_i[21]	mem[10][21]$_DFFE_PP_	1.84
6_report	2	rd_data_i[26]	mem[28][26]$_DFFE_PP_	1.84
cell usage in the layout, fill, tap and decap left out, types with 5 or more instances in the layout:
cell type / instances
a22oi_1: 192
clkinv_2: 18
nand2_1: 193
clkinv_1: 22
nor2_4: 34
mux2i_1: 1024
a21oi_1: 192
nand3_1: 194
nor3_1: 64
clkbuf_16: 104
a22o_1: 128
nand3b_1: 5
edfxtp_1: 1024
buf_12: 19
buf_4: 115
a31oi_1: 64
clkbuf_1: 24
clkdlybuf4s50_1: 110
bufinv_16: 7
area by class of cell:
cell class	instances	area [um2]	area share, %
Clock buffer	128	2693	4.886
Multi-Input combinational cell	2109	16780	30.45
Sequential cell	1024	30750	55.80
Timing Repair Buffer	246	2375	4.309
Tap cell	1612	2017	3.660
Clock inverter	57	489.2	0.8878
Antenna cell	2	5.005	0.009082
cells by family after synthesis:
family | share of synthesized area [%]
AND-OR/OR-AND | 8.042
buffers and inverters | 3.211
flip-flops | 63.03
multiplexers | 21.01
AND/OR/NAND/NOR | 4.714
synth_stat cells:
cell type  count
nor3_1        64
a21oi_1      192
clkbuf_4       4
or3_1          1
nor2b_1        4
and2_1         2
or2_2          2
clkbuf_1      86
nor2_1        35
nand3_1      194
edfxtp_1    1024
a31oi_1       64
nand2_1      195
or3b_2         3
nand3b_1       5
a22o_1       128
buf_1          1
buf_4         47
nand2b_1       4
buf_6         45
a22oi_1      192
mux2i_1     1024
buf_2         70
per-layer routing:
layer  up-vias  global-route usage [%]
met5         -                   1.020
met4        14                   7.081
li1      13590                       -
met2      1621                   39.95
met1     15210                   32.83
met3       270                   14.61
through the flow:
step	util, %	cell area, um2
5_1_grt	45.75	55100
2_1_floorplan	-	48790
6_report	45.75	55110
3_3_place_gp	43.11	51920
3_5_place_dp	43.11	51920
4_1_cts	45.75	55100
Power is estimated from default activity; no workload was simulated.
